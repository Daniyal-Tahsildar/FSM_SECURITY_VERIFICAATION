==> ./config.mk <==
export PLATFORM = sky130hd
export DESIGN_NAME = fsm_2
export DESIGN_NICKNAME = fsm_2
export VERILOG_FILES = /design/flow/design.v
export SDC_FILE = /design/flow/constraint.sdc
export NUM_CORES = 4
export LEC_CHECK = 1
export CORE_AREA = 10 10 70 70
export DIE_AREA = 0 0 80 80
==> ./constraint.sdc <==
current_design fsm_2

set clk_period 1.6
set clk_io_pct 0.2

create_clock -name clk0 -period $clk_period [get_ports {clk}]

set non_clock_inputs [all_inputs -no_clocks]
set_input_delay [expr $clk_period * $clk_io_pct] -clock clk0 $non_clock_inputs
set_output_delay [expr $clk_period * $clk_io_pct] -clock clk0 [all_outputs]
==> ./design.v <==
`timescale 1 ns / 100 ps
module fsm_2 (
    input wire clk,
    input wire rst,
    input wire A, B, C, D,
    output [1:0] out
);
  localparam S0 = 2'b00,
             S1 = 2'b01,
             S2 = 2'b10,
             S3 = 2'b11;
  reg [1:0] state_r, next_state;
  reg [1:0] out_state, out_r;
  assign out = out_state;
  always @(posedge clk, posedge rst) begin
    if (rst) begin
      state_r <= #1 S0;
      out_r <= #1 'b00;
    end else begin
      state_r <= #1 next_state;
      out_r <= #1 out_state;
    end
  end
  always @(*) begin
    next_state = state_r;   
    case (state_r)
        S0 : begin
             out_state = 2'b00;
             if (B == 1'b1 && !(C)) begin 
                next_state = S1; 
             end
             else if (C == 1'b1 && !(B)) begin  
                next_state = S2; 
             end
        end
        S1 : begin
             out_state = 2'b01;
        end
        S2 : begin
             out_state = 2'b10;
             if (B == 1'b1 && !(A)) begin 
                next_state = S1; 
             end
             else if (A == 1'b1 && !(B)) begin  
                next_state = S3; 
             end
        end
        S3 : begin
             out_state = 2'b11;
             if (A == 1'b0) begin 
                next_state = S2; 
             end
        end
    endcase
  end 
endmodule
==> ./run.sh <==
#!/bin/bash
# OpenROAD 26Q1-2900-gdf79404cd8, Yosys 0.63+post, stock flow scripts
make -C /OpenROAD-flow-scripts/flow DESIGN_CONFIG=/design/flow/config.mk WORK_HOME=/design/flow/orfs finish
==> ds_physical_params.txt <==
Table: implementation figures

Parameter                              Value

Logic synthesis
  Most numerous cell in the Yosys netlist    sky130_fd_sc_hd__inv_1
  Async set-reset flop share out of synthesis    1.00
  Summed standard-cell area reported by yosys    220 µm²
  Top cells, area    sky130_fd_sc_hd__dfrtp_1 34%, sky130_fd_sc_hd__ha_1 23%, sky130_fd_sc_hd__dfstp_2 12%, sky130_fd_sc_hd__inv_1 8.5%, sky130_fd_sc_hd__or2_2 5.7%
  Dominant synthesized flop cell    sky130_fd_sc_hd__dfrtp_1
  Post-Synthesis Mean Instance Area    10.5 µm²
  Library cells used by synthesis    10
  Cells after synthesis    21
  Ys cells    21
  Portion of synthesized cell area occupied by the leading cell type    0.341
  Most instantiated cells after synthesis    5 x sky130_fd_sc_hd__inv_1, 4 x sky130_fd_sc_hd__ha_1, 3 x sky130_fd_sc_hd__dfrtp_1
  Yosys top cell by area    sky130_fd_sc_hd__dfrtp_1
  Flip-flop and latch count after synthesis    4
  Mapped Area    220 µm²
  Post-synth tally of flip-flops with integrated enable    0
  Seq/Total Area, Yosys    0.460
  Yosys warning count    1

Worst setup path
  Register-to-Register Path Depth    2
  Max stage delay on crit path    370 ps
  CP Cell Sequence    buf_4 -> or2_2 -> clkdlybuf4s15_1
  Beginning of the worst register-to-register path    state_r[1]
  Worst setup path category    reg2out
  End of the worst register-to-register path    state_r[2]
  Nature of the critical path startpoint    flip-flop
  Type of element capturing the critical path    output port
  Cell with the largest stage delay on the worst path    sky130_fd_sc_hd__dfrtp_1
  Startpoint of the most critical setup path    state_r[3]
  Arrival time of data at the critical path endpoint    1200 ps
  Required time at the worst-slack endpoint    1280 ps
  Worst reg-to-reg setup slack    670 ps
  Largest fanout on the critical path    2

STA
  Worst slew margin relative to its limit    0.902
  Final count of negative-setup-slack endpoints    0
  Setup repair after global routing missed its margin    false
  Final tally of max-slew violations    0
  Worst Max-Slew Pin Slew    146 ps
  Number of hold-slack violations in the final timing report    0
  Share of the clock period used by the worst path after layout    0.953
  Minimum period implied by the final worst setup slack    1520 ps
  Sum of negative setup slack    0 ps
  Timing-limited maximum frequency    656 MHz
  Post-route clock skew    6.23 ps

Routing
  DRT Wirelength    564 µm
  Via count    198
  Number of optimization iterations in the first detailed-route pass    4
  Antenna Violating Nets Remaining    0
  Routed vias/inst    2.48
  Number of antenna cells inserted    0
  # DRC    0
  Average wire per cell in the routed design    7.05 µm
  Iteration-0 DRC count of the detailed router    4

Finish
  Layout cell share with drive strength beyond 1    0.265
  Largest register FFs    4
  Register with the most flip-flops    state_r
  Leading registers by flop count    state_r (4)
  Synthesis-to-finish area growth    75.0%
  Post-route cell area    385 µm²
  Final design utilization    0.113

Placement
  Post-detail-place hpwl    445 µm
  Gp weighted congestion    0.671
  Dpl cell area    338 µm²
  # port buffers    6

Clock tree
  Inserted Clock Buffers    3
  CTS clk-pin slew, worst paths    40 ps
  Root Buffer    sky130_fd_sc_hd__clkbuf_4
  Clock tree from TritonCTS    done
  Number of buffers inserted for hold repair after clock tree synthesis    0
  Clock sinks    4
  H-tree lvl count    1
  Maximum count of clock buffers along a single path    2
  Clock latency at the later pin of the worst-skew pair    240 ps

Die
  Placement row count    21
  Die outline height    80 µm
  Core region area    3420 µm²
  Horizontal die dimension    80 µm
  Initial Util    0.0645
  Ports placed on the boundary    8
  DIE AREA    6400 µm²

Min path
  Hold/Removal Path Class    in2async

Global route
  GRT Max-Usage Layer    met3
  GRT met1 Usage    0.0221
  Global-route wire length before repair    1010 µm
  Residual overflow from global routing    0
  Combined global-route utilization of all metal layers    0.0204
  Via count of the first global-routing pass    225
  Largest net degree at the start of global routing    5
  Antenna violations before repair    0
  Met3 Resource Use GR    0.0250
  Met2 routing resource usage after global routing    0.0241

Run status
  Run status    finished, final reports clean

Power and ir drop
  PnR Total Power    315 µW
  Cell area power density    818 nW/µm²
  Leakage power    0.179 nW
  Worst voltage drop across the vdd grid    0.167 mV

Flow run
  Warning total across the stage logs    28
  Count of max-cap constraint violations    0
[worst max path at each step]
stage,endpoint,depth (start not counted),slack (ps)
finish,out[1],3,80
global route,out[1],3,10
CTS,out[1],3,10
[routing by layer]
metal  vias up  part of all wire
met5         -                 0
met4         0             0.018
met3         2              0.27
met2        12              0.28
met1        91              0.43
li1         93                 -
[cell usage in the layout (no fill, tap or decap), types with 2 or more instances in the layout]
master                            n
sky130_fd_sc_hd__or2_2            2
sky130_fd_sc_hd__dfrtp_1          3
sky130_fd_sc_hd__clkbuf_4         3
sky130_fd_sc_hd__ha_1             4
sky130_fd_sc_hd__o21ai_0          2
sky130_fd_sc_hd__inv_1            5
sky130_fd_sc_hd__clkdlybuf4s50_1  4
sky130_fd_sc_hd__buf_4            3
[what timing repair did]
item / CTS / global route
setup endpoints to repair: 2 / 1
gates resized: 2 / 1
hold endpoints to repair: 0 / 0
pin swaps: 0 / 0
buffers inserted: 3 / 0
[through the flow]
stage               hold WS (ps)  worst slack (ps)  std cells
finish                       254              75.2         80
CTS                          259              10.6         80
detailed placement           484              26.4         73
global route                 265              11.4         80
global placement             471              76.5         73
floorplan                   85.4               627         21
[final cells by class]
| type | count | area, µm² |
|---|---|---|
| multi-input cells | 12 | 100 |
| clock buffers | 4 | 26.3 |
| well taps | 46 | 57.6 |
| inverters | 5 | 18.8 |
| flip-flops and latches | 4 | 101 |
| fillers | 397 | 3030 |
| repair buffers | 9 | 81.3 |
[cell families (layout without fill, tap and decap cells)]
family	count (synthesis)	count (layout)	share of synthesized area
AND-OR/OR-AND	4	4	0.125
adder cells (fa/ha/maj)	4	4	0.227
buffers and inverters	5	18	0.0852
flip-flops	4	4	0.460
AND/OR/NAND/NOR	4	4	0.102
[report_power, final]
group	leakage, nW	total (mW)	internal (mW)	switching [mW]
clock	0.0150	0.144	0.0941	0.0499
sequential	0.0497	0.113	0.110	0.00332
combinational	0.114	0.0582	0.0395	0.0187
[worst max-delay path, delay by kind of cell, from the launching register on]
family / cells / cell delay [ps]
simple gates: 1 / 280
flops: 1 / 370
buf+inv: 2 / 310
Power is estimated from default activity; no workload was simulated.
