--- design/flow/run.sh ---
#!/bin/bash
# OpenROAD 26Q1-2900-gdf79404cd8, Yosys 0.63+post, stock flow scripts
make -C /OpenROAD-flow-scripts/flow DESIGN_CONFIG=/design/flow/config.mk WORK_HOME=/design/flow/orfs finish
--- design/flow/config.mk ---
export PLATFORM = sky130hd
export DESIGN_NAME = fsm_3
export DESIGN_NICKNAME = fsm_3
export VERILOG_FILES = /design/flow/design.v
export SDC_FILE = /design/flow/constraint.sdc
export NUM_CORES = 4
export LEC_CHECK = 1
export CORE_AREA = 10 10 70 70
export DIE_AREA = 0 0 80 80
--- design/flow/constraint.sdc ---
current_design fsm_3

set clk_period 1.2
set clk_io_pct 0.2

create_clock -name clk0 -period $clk_period [get_ports {clk}]

set non_clock_inputs [all_inputs -no_clocks]
set_input_delay [expr $clk_period * $clk_io_pct] -clock clk0 $non_clock_inputs
set_output_delay [expr $clk_period * $clk_io_pct] -clock clk0 [all_outputs]
--- design/flow/design.v ---
`timescale 1 ns / 100 ps
module fsm_3 (
    input wire clk,
    input wire rst,
    input wire A, B, C, D,
    output [1:0] out
);
parameter S0 = 2'b00,
             S1 = 2'b01,
             S2 = 2'b10,
             S3 = 2'b11;
  reg [1:0] state_r, next_state;
  reg [1:0] out_state, out_r;
  assign out = out_state;
  always @(posedge clk, posedge rst) begin
    if (rst) begin
      state_r <=  S0;
      out_r <=  2'b00;
    end else begin
      state_r <= next_state;
      out_r <=  out_state;
    end
  end
  always @(state_r,A,B,C,D) begin
    next_state = state_r;   
    case (state_r)
        S0 : begin
             out_state = 2'b00;
             if (B == 1'b1 && C==1'b0) begin 
                next_state = S1; 
             end
             else if (C == 1'b1 && B==1'b0) begin  
                next_state = S2; 
             end
        end
        S1 : begin
             out_state = 2'b01;
        end
        S2 : begin
             out_state = 2'b10;
             if (B == 1'b1 && !(A)) begin 
                next_state = S1; 
             end
             else if (A == 1'b1 && !(B)) begin  
                next_state = S3; 
             end
        end
        S3 : begin
             out_state = 2'b11;
             if (A == 1'b0) begin 
                next_state = S2; 
             end
        end
		default:begin
				out_state = 2'b00;
				next_state = S0;
				end
    endcase
  end 
endmodule
==> results_dict.tcl <==
# flow metrics
set metrics [dict create \
    violations "setup timing" \
    dp_slack_ps -260 \
    wire_per_inst_um 7.20 \
    synth-edff-count 0 \
    syn_inst 21 \
    drive_gt1_share_pct 36.1 \
    antenna_found_initial 0 \
    core_um2 3420 \
    grt_usage_pct 2.13 \
    top_area_cell "dfrtp_1" \
    first_iter_violations 13 \
    ys_types 10 \
    critPathKind "reg -> out" \
    fin_worst_skew_ps 5.41 \
    postSynthSeqShare_pct 46.0 \
    warnings 30 \
    power.switching_mw 0.103 \
    startpoint "state_r[1]" \
    n_antenna_cell 0 \
    fin_ws_ps -21.0 \
    reg2reg_slack_ps 240 \
    fp_util_pct 6.45 \
    drc 0 \
    fp.dieH_um 80 \
    path_clk_slew_ps 50 \
    vias 192 \
    yosys_warnings 1 \
    cts_tree "built" \
    comb_area_um2 105 \
    switching_share_pct 23.1 \
    viasPerCell 2.34 \
    first_pass_iters 2 \
    reg2regPathDepth 2 \
    cp.required_ps 960 \
    yosys.area.top_type_share_pct 34.1 \
    syn_avg_cell_area_um2 10.5 \
    rsz0062_at_grt "yes" \
    finalMaxSlewViolations 0 \
    ys.flop_type "dfrtp_1" \
    fin_util_pct 12.0 \
    power.total_mw 0.444 \
    worst_pin_slew_ps 176 \
    rr_startpoint "state_r[1]" \
    routed_wl_um 590 \
    finalSetupViolations 2 \
    cts.sinks 4 \
    grt_start_max_net_pins 5 \
    slew_headroom_pct 88.1 \
    cp-end-kind "output port" \
    largest-register "state_r" \
    detail-route-antenna-nets 0 \
    yosys_area_um2 220 \
    largest_register_ffs 4 \
    combPwrFrac_pct 22.0 \
    gr-total-overflow 0 \
    reg2reg_to "state_r[2]" \
    dp_cells 78 \
    cts_buffers 3 \
    status "finished, violations left" \
    power_frac_seq_pct 34.1 \
    post-route-period-util_pct 102 \
    core.rowCount 21 \
    p_clk_share_pct 43.9 \
    die-area_um2 6400 \
    cts_setup_buffers 0 \
    h-tree-depth 1 \
    ys_top_cells_by_count "inv_1 (5), ha_1 (4), dfrtp_1 (3)" \
    cts_root_buf "clkbuf_4" \
    path_max_fanout 2 \
    maxCapViolations 0 \
    p_leak_nw 0.201 \
    max_freq_mhz 819 \
    critPathLaunchType "register" \
    crit_end "out[1]" \
    grt_pass1_wl_um 1040 \
    die_x_um 80 \
    cp.arrival_ps 980 \
    clk_path_buf_depth 2 \
    port_buffers 6 \
    synth.area.top_cells "dfrtp_1 (34%), ha_1 (23%), dfstp_2 (12%)" \
    grt_pass1_vias 235 \
    synth-async-reset-ratio_pct 100 \
    insertion_delay_ps 240 \
    syn_to_final_growth_pct 86.4 \
    p_int_mw 0.342 \
    fillers 398 \
    top_cell "inv_1" \
    syn-cell-area_um2 220 \
    io_pins 8 \
    ys_cells 21 \
    final-hold-violation-count 0 \
    gp_congestion 0.690 \
    flop_area_um2 101 \
    hp-class "in -> async" \
    power.density_nw_per_um2 1080 \
    ys_ff 4 \
    min_period_ps 1220 \
    setup_tns_ps -26.2 \
    vdd_drop_max_v 0.000247 \
    fin_cells 82 \
    biggestRegsByFlops "state_r: 4 flops" \
]
how the worst min path moves through the flow:
stage / slack [ps] / start / endpoint / depth (start not counted)
4_1_cts: 170 / rst / state_r[3] / 2
5_1_grt: 180 / rst / state_r[3] / 2
6_report: 180 / rst / state_r[3] / 2
cell usage in the layout, fill, tap and decap left out, drive strengths merged:
master,instances
buf,7
inv,5
ha,4
clkbuf,4
dfrtp,3
or2,2
clkdlybuf4s50,2
o21ai,2
and2,1
a22oi,1
a221o,1
nand2,1
dlygate4sd2,1
dlymetal6s2s,1
dfstp,1
power by group through the flow:
stage | clock network (mW) | logic [mW] | registers, mW
4_1_cts | 0.205 | 0.0850 | 0.152
5_1_grt | 0.220 | 0.109 | 0.153
6_report | 0.195 | 0.0979 | 0.152
logic make-up (layout without fill, tap and decap cells):
kind of cell | Yosys count | after routing | synth area share, %
AND-OR/OR-AND | 4 | 4 | 12.5
adder cells (fa/ha/maj) | 4 | 4 | 22.7
buffers and inverters | 5 | 20 | 8.52
flip-flops | 4 | 4 | 46.0
AND/OR/NAND/NOR | 4 | 4 | 10.2
cell type report:
cell class | count | area share, %
inverter | 5 | 4.57
multi-input combinational | 12 | 25.6
tap | 46 | 14.0
clock buffer | 4 | 6.40
sequential | 4 | 24.7
timing repair buffer | 11 | 24.7
per-stage QoR:
stage / hold slack [ps] / cell area [um2]
finish: 180 / 410
global route: 175 / 410
CTS: 172 / 395
detailed placement: 432 / 375
global placement: 435 / 375
floorplan: 5.36 / 220
what timing repair did:
action                                  4_1_cts  5_1_grt
endpoints found under the setup margin        3        4
resized                                       9        4
hold endpoints to repair                      0        0
hold buffers                                  0        0
pin swaps                                     1        0
critical path, cell delays in order (launching register included):
cell and delay [ps]:
dfrtp_1 380, or2_4 250, buf_6 100
per-layer routing:
| layer | track usage, % | routed length, um | vias to the layer above | share of wire (%) |
|---|---|---|---|---|
| met3 | 2.95 | 147 | 0 | 25 |
| met5 | 0 | 0 | - | 0 |
| met2 | 2.33 | 164 | 10 | 28 |
| met4 | 0.352 | 0 | 0 | 0 |
| met1 | 2.34 | 278 | 86 | 47 |
| li1 | - | - | 96 | - |
Power figures rest on the tool's default switching activity, not on a simulated workload.
