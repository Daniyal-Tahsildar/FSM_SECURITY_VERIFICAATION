==> design.v <==
module fsm (
    input wire clk,
    input wire rst,
    input wire A, B, C, D,
    output [1:0] out
);
  localparam S0 = 2'b00,
             S1 = 2'b01,
             S2 = 2'b10,
             S3 = 2'b11;
  reg [1:0] state_r, next_state;
  reg [1:0] out_state, out_r;
  reg in_a, in_b, in_c, in_d;
  assign out = out_state;
  always @(posedge clk, posedge rst) begin
    if (rst) begin
      in_a <= 0;
      in_b <= 0;
      in_c <= 0;
      in_d <= 0;
      state_r <= S0;
      out_r <= 2'b00;
    end else begin
      in_a <= A;
      in_b <= B;
      in_c <= C;
      in_d <= D;  
      state_r <= next_state;
      out_r <= out_state;
    end
  end
  always @(*) begin
    next_state = state_r;   
    case (state_r)
        S0 : begin
             out_state = 2'b00;
             if (in_b == 1'b1 && !(in_c)) begin 
                next_state = S1; 
             end
             else if (in_c == 1'b1 && !(in_b)) begin  
                next_state = S2; 
             end
        end
        S1 : begin
             out_state = 2'b01;
        end
        S2 : begin
             out_state = 2'b10;
             if (in_b == 1'b1 && !(in_a)) begin 
                next_state = S1; 
             end
             else if (in_a == 1'b1 && !(in_b)) begin  
                next_state = S3; 
             end
        end
        S3 : begin
             out_state = 2'b11;
             if (in_a == 1'b0) begin 
                next_state = S2; 
             end
        end
    endcase
  end 
endmodule
==> run.sh <==
#!/bin/bash
# OpenROAD 26Q1-2900-gdf79404cd8, Yosys 0.63+post, stock flow scripts
make -C /OpenROAD-flow-scripts/flow DESIGN_CONFIG=/design/flow/config.mk WORK_HOME=/design/flow/orfs finish
==> config.mk <==
export PLATFORM = sky130hd
export DESIGN_NAME = fsm
export DESIGN_NICKNAME = fsm
export VERILOG_FILES = /design/flow/design.v
export SDC_FILE = /design/flow/constraint.sdc
export NUM_CORES = 4
export LEC_CHECK = 1
export CORE_AREA = 10 10 70 70
export DIE_AREA = 0 0 80 80
==> constraint.sdc <==
current_design fsm

set clk_period 1.1
set clk_io_pct 0.2

create_clock -name clk0 -period $clk_period [get_ports {clk}]

set non_clock_inputs [all_inputs -no_clocks]
set_input_delay [expr $clk_period * $clk_io_pct] -clock clk0 $non_clock_inputs
set_output_delay [expr $clk_period * $clk_io_pct] -clock clk0 [all_outputs]
==> results.cfg <==
; generated from flow reports
[die]
io_pins = 8
initial_utilization = 0.0864
die_width_um = 80
core_um2 = 3420
die_h_um = 80
rows = 21
dieArea_um2 = 6400

[final_timing]
min_period_ns = 1.19
hold_ws_ns = 0.200
max-slew-margin-rel = 0.830
setup_violations = 2
setup_ws_ns = -0.0908
worstMarginPinSlew_ns = 0.254
finalCritPeriodShare = 1.08
final_max_slew_viol_count = 0
hold_viol_final = 0
fmax_mhz = 840
finalClockSkew_ns = 0.00268
totalNegativeSetupSlack_ns = -0.176
rsz0062_at_grt = true

[layout]
fillers = 397
drive_above_1_share = 0.368
final_cells = 84
syn_to_final_growth_pct = 63.1

[logic_synthesis]
yosysTopAreaCellShare = 0.508
ys_warn_count = 1
yosys_area_um2 = 295
synthArstFlopShare = 1.00
synth.top_cells.by_area = dfrtp_1 51%, ha_1 17%, dfstp_2 8.9%
flop_cell = dfrtp_1
ys_seq_frac = 0.597
largest_area_cell = dfrtp_1
avgSynthCellArea_um2 = 12.3
synthCells = 24
ys_ff = 7
common_cells = 6 x dfrtp_1, 5 x inv_1, 4 x ha_1
synth.most_common_cell = dfrtp_1
synthesis.area_um2 = 295
ys_types = 10
ys_cells = 24
edf_count = 0

[drt]
num_vias = 202
drc = 0
dr.pass1.iters = 2
initialDrtViolationCount = 3
wl_per_cell_um = 6.21
vias_per_cell = 2.40
routed_wl_um = 522
antenna_left = 0
num_antenna_cells = 0

[pwr]
peakVddDrop_v = 0.000711
power_density_nw_per_um2 = 1100
power_mw = 0.529
p_leak_nw = 0.224

[critical_path]
cp-start-kind = flip-flop
reg2reg_slack_ns = 0.05
critical_path.slowest_cell = dfrtp_1
path_buffers = 1
r2r-start = in_b
reg2regPathDepth = 2
worstPathArrival_ns = 0.97
cp_top_family = flip-flops
worstPathRequired_ns = 0.88
critical_path_class = reg2out
end_kind = output port
cp_cell_sequence = or2_4 -> buf_6
worstReg2RegEnd = state_r[2]
cp_max_fo = 2
cp_slowest_stage_delay_ns = 0.37

[global_routing]
track_usage = 0.0186
grt_overflow_total = 0
grt_pass1_wl_um = 903
grt_pass1_vias = 231
grt_antenna_before_repair = 0
grt_start_max_net_pins = 8

[place]
portBuffers = 6
gp_congestion = 0.726
pre_cts_slack_ns = -0.202
placed_cells = 78

[run_status]
status = finished with violations
violations = negative setup slack

[clocking]
numCtsBuffers = 3
clock_path_buffers = 2
path_clk_slew_ns = 0.05
insertion_delay_ns = 0.25
cts_root_buffer = clkbuf_4
numClockSinks = 7
htree_levels = 1
cts_hold_buf = 0
cts_tree = yes

[hold_path]
hp-class = in2async

[job]
warning_count = 30
maxCapViolCount = 0
metrics by stage:
step | util | instance area, um^2
final | 0.141 | 482
after global routing | 0.141 | 482
after CTS | 0.133 | 455
after detailed placement | 0.125 | 428
after global placement | 0.125 | 428
after floorplan | - | 295
power by group:
group | leakage [nW] | switching, mW | internal (mW) | total, mW
combinational | 0.122 | 0.0143 | 0.0207 | 0.0349
clock | 0.0150 | 0.0877 | 0.138 | 0.226
sequential | 0.0872 | 0.00455 | 0.264 | 0.268
repair_timing:
action | in CTS | in global routing
buffers inserted | 0 | 2
endpoints found under the setup margin | 2 | 4
pin swaps | 1 | 1
resized | 9 | 4
sequential cells by signal, summed over array words and instances, names as in the netlist:
name     count
in_a         1
in_b         1
in_c         1
state_r      4
area by class of cell:
cell class,count,area [um^2],area share
clock buffer,4,26.3,0.0545
inverter,5,18.8,0.0390
multi-input combinational,12,110,0.229
timing repair buffer,10,92.6,0.192
sequential,7,176,0.366
tap,46,57.6,0.119
worst max path at each step:
stage	start	to	cells after the start
final	state_r[1]	out[1]	2
after global routing	state_r[3]	out[0]	2
after CTS	state_r[1]	out[1]	2
placed cells by master, fill, tap and decap left out, drive strengths merged:
master,netlist,final
and2,1,1
dfstp,1,1
ha,4,4
dfrtp,6,6
clkdlybuf4s50,0,4
nand2,1,1
buf,0,6
a22oi,1,1
inv,5,5
or2,2,2
o21ai,2,2
clkbuf,0,4
a221o,1,1
per-layer routing:
metal	track usage	wire length (um)
met5	0	0
met4	0.00352	0
met3	0.0182	43
met2	0.0217	167
met1	0.0236	311
logic make-up (layout without fill, tap and decap cells):
| family | count (synthesis) | after routing | synth area share |
|---|---|---|---|
| AND-OR/OR-AND | 4 | 4 | 0.0932 |
| adder cells (fa/ha/maj) | 4 | 4 | 0.169 |
| buffers and inverters | 5 | 19 | 0.0636 |
| flip-flops | 7 | 7 | 0.597 |
| AND/OR/NAND/NOR | 4 | 4 | 0.0763 |
Power is estimated from default activity; no workload was simulated.
